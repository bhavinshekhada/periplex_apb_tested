==> ./design.v <==
module apb_master(
input              pclk,
input              valid,      
input [6:0]        ext_psel,   
input              ext_write,  
input [31:0]       ext_addr,    
input   wire       pready,     
input [31:0]       slv_prdata,
input [31:0]       slv_pwdata,  
input [1:0]        pstrobe,                             
output             psel,       
output             penable,  
output             pwrite,
output [31:0]      pwdataa, 
output [31:0]      prdata,     
output [31:0]      paddr,
output [1:0]       strobe,
output             master_ready
);
reg                r_penable=0;
reg [31:0]         r_prdata=0;
reg [31:0]          r_pwdataa;
reg [6:0]          r_ext_psel;
reg [31:0]         r_ext_addr= 0;
reg                r_ext_write;  
reg [1:0]          r_strobe;    
reg [1:0]          p_state=2'd0;
parameter          IDLE = 2'd0;
parameter          SETUP = 2'd1;
parameter          ACCESS = 2'd2;
always @(posedge pclk) begin
    case (p_state)
       IDLE :       begin             
                        r_penable <= 0;     
                        r_ext_psel <= 7'd0;
                        p_state <= valid ? SETUP : IDLE;
                    end
      SETUP : begin
              r_penable <= 0;
              r_ext_psel <= ext_psel;
              r_ext_addr <= ext_addr;
              r_ext_write <= ext_write;  
              p_state <= ACCESS;
            end
      ACCESS : begin         
                      r_penable <= 1'b1;
                    if(r_ext_write == 1) begin   
                    r_strobe   <= pstrobe;
                    r_pwdataa <= slv_pwdata;
                    end
                    else if (r_ext_write==0)
                      begin
                        r_prdata <= slv_prdata;
                      end
                    if(pready) begin
                    p_state <= IDLE;
                    r_penable <= 1'b0;
                    end
                    else
                    p_state <=ACCESS;
                end
      default: p_state <= IDLE; 
    endcase
  end     
 assign penable = r_penable;
 assign psel = r_ext_psel[0];
 assign pwrite = r_ext_write;
 assign paddr = r_ext_addr;
 assign prdata = r_prdata;
 assign pwdataa= r_pwdataa;
 assign strobe = r_strobe;
 assign master_ready = pready;
endmodule
 module apb_slave(
    input                   pclk,
    input                   psel,      
    input                   penable,       
    input                   pwrite,       
    input wire[31:0]        paddr,        
    input wire[31:0]        pwdata,       
    input[1:0]              p_strobe,
    input                   u_busy,
    output wire [31:0]      pwdata_out,
    output wire [31:0]      prdata_out,
    output reg              dv,
    output reg              pready     
);
  reg [7:0] pready_counter = 8'b0; 
  reg [1:0] s_state = 2'b00;     
  reg [31:0] data_latch;
  reg [31:0] temp;
  parameter IDLE  = 2'b00;
  parameter WRITE = 2'b01;
  parameter READ  = 2'b10;
  always @(posedge pclk) begin
  case (s_state)
        IDLE: begin
          dv <= 0;
          pready <= 0;
          if (penable && pwrite) begin
            s_state <= WRITE;
          end else if (penable && ~pwrite) begin
            s_state <= READ;
          end
        end
        WRITE: begin
            if (psel && penable && pwrite && (pready_counter == 0) && !u_busy) begin
                case (p_strobe)
                    2'b00: data_latch[7:0] <= pwdata[7:0];  
                    2'b01: data_latch[15:0] <= pwdata[15:0];  
                    2'b10: data_latch[23:0] <= pwdata[23:0];  
                    2'b11: data_latch[31:0] <= pwdata[31:0];  
                endcase
                dv <= 1;
                pready <= 1'b1;
                s_state <= IDLE;
                pready_counter <= 1; 
            end else if (!psel || !penable || !pwrite) begin
                s_state <= IDLE;
                pready_counter <= 0; 
            end else if (pready) begin
                pready_counter <= pready_counter + 1; 
            end
        end
       READ: begin
            dv <= 1'b0;
            if (psel && penable && ~pwrite) begin
                case (p_strobe)
                    2'b00: temp <= data_latch[7:0]; 
                    2'b01: temp <= data_latch[15:0];
                    2'b10: temp <= data_latch[23:0];
                    2'b11: temp <= data_latch[31:0];
                endcase
                pready <= 1'b1;
                s_state <= IDLE;
            end
        end
      endcase
  end
  assign prdata_out = temp;
  assign pwdata_out = data_latch;
endmodule
module ctrl_uart (
    input                   clk,
    input [1:0]             s_strobe,
    input  wire [31:0]      data_write,
    input                   enable,
    input                   done, 
    output    reg            busy,
    output  reg              dv, 
    output reg [7:0]         tx_data
);
    reg [1:0] max_counter;
    reg [3:0] state = 0;
    parameter idle = 4'b0000;
    parameter byte1 = 4'b0001;
    parameter byte2 = 4'b0010;
    parameter byte3 = 4'b0011;
    parameter byte4 = 4'b0100;
    parameter ack1 = 4'b0101;
    parameter ack2 = 4'b0110;
    parameter ack3 = 4'b0111;
    parameter ack4 = 4'b1000;
    always @(posedge clk)
    begin
        case(state)
            idle:
        begin
            tx_data <= 0;
            busy <= 0;
            dv <= 0;
            max_counter <= 0;
            if(enable)
                state <= byte1;
            else
                state <= idle;
        end
        byte1: begin
                    busy <= 1;
                    tx_data <= data_write[7:0];
                    dv <= 1;
                    state <= ack1;
               end
        ack1: begin
            dv <= 0;
            if(done)
            begin
                if(max_counter == s_strobe) begin
                        state <= idle;
                        dv <= 0;
                    end
                    else begin
                        state <= byte2;
                        dv <= 0;
                        max_counter <= max_counter + 1;
                    end
            end else begin               
                state <= ack1;
                end
            end
        byte2: begin
                tx_data <= data_write[15:8];
                dv <= 1;
                state <= ack2;
               end
        ack2: begin
                dv <= 0;
                if(done) begin
                    if(max_counter == s_strobe)
                        state <= idle;
                    else begin
                        state <= byte3;
                        dv <= 0;
                        max_counter <= max_counter + 1;
                    end
            end else begin
                state <= ack2;
                end
        end
        byte3: begin
                tx_data <= data_write[23:16];
                dv <= 1;
                state <= ack3;
               end
        ack3: begin
                dv <= 0;
                if(done) begin
                    if(max_counter == s_strobe)
                            state <= idle;
                        else begin
                            state <= byte4;
                            dv <= 0;
                            max_counter <= max_counter + 1;
                        end
                end else begin
                    state <= ack3;
                    end
        end
        byte4: begin
                tx_data <= data_write[31:24];
                dv <= 1;
                state <= ack4;
               end
        ack4: begin
                dv <= 0;
                if(done) begin
                    state <= idle;
                end else begin
                    state <= ack4;
                end
    end
    endcase
    end
endmodule
module encodec(
    input clk,
    input f_empty,              
    input [47:0] i_Data_Frame,
    output o_read_en,   
    input [31:0] i_read_data,   
    input APB_ready, 
    output [31:0] o_addr,       
    output [31:0] o_data,
    output [6:0] o_slave_sel,
    output write,
    output valid,
    output [1:0] strobe,
    output [47:0] fifo_data_frame,
    output fifo_w_en
    );
    reg r_valid;
    reg [7:0] length;
    reg r_write;
    reg [6:0] r_slave_sel;
    reg [31:0] r1_addr, r2_addr, r_data;
    reg [31:0] r_read_data;
    reg [47:0] r_data_frame;
    reg r_read_en = 0;
    reg [7:0] frame_count = 0;
    reg [1:0] r_strobe;
    reg [47:0] r_fifo_data_frame;
    reg r_fifo_w_en;
    reg r1_f_empty = 1, r2_f_empty = 1; 
    parameter IDLE = 4'b0000;
    parameter FIFO_READ = 4'b0001;
    parameter DATA_SAMPLE = 4'B0010;
    parameter DATA_DECODE = 4'b0011;
    parameter W_FIFO_READ = 4'b0100;
    parameter W_DATA_WRITE = 4'b0101;
    parameter W_ACK = 4'b0110;
    parameter R_FIFO_WRITE = 4'b0111;
    parameter R_ADDR = 4'b1000;
    parameter R_DATA_READ = 4'b1001;
    reg [4:0] state = 4'b0;
    always @(posedge clk)
    begin
        r1_f_empty <= f_empty;
        r2_f_empty <= r1_f_empty;
        case (state)
            IDLE:       begin  
                            length <= 0;
                            r_write <= 1'bx;
                            r_slave_sel <= 7'bx;
                            r1_addr <= 32'bx;
                            r2_addr <= 32'bx;
                            r_data <= 32'bx;
                            r_read_data <= 32'bx;
                            r_data_frame <= 48'bx;
                            r_read_en <= 0;
                            frame_count <= 8'b0;
                            r_valid <= 0;
                            r_fifo_w_en = 0;
                            r_fifo_data_frame = 48'bx;
                            r_strobe <=0;
                            if(!r2_f_empty)
                            begin
                                state <= FIFO_READ;
                                r_read_en <= 1;
                            end
                            else
                                state <= IDLE;
                        end
            FIFO_READ:      begin  
                            r_read_en <= 0;
                            r_valid <= 0;
                            r_fifo_w_en <= 0;
                            r_fifo_data_frame <= 48'bx;
                            state <= DATA_SAMPLE;
                        end
            DATA_SAMPLE:    begin  
                                r_read_en <= 0;
                                r_valid <= 0;
                                r1_addr <= i_Data_Frame[31:0];
                                length <= i_Data_Frame[39:32];
                                r_slave_sel <= i_Data_Frame[46:40];
                                r_write <= i_Data_Frame[47];
                                state <= DATA_DECODE;
                            end
            DATA_DECODE:    begin  
                                if(r_write)
                                begin
                                    r_read_en <= 1;
                                    state <= W_FIFO_READ;
                                end
                                else
                                begin
                                    state <= R_FIFO_WRITE;
                                    r_read_en = 0;
                                end
                            end                
            W_FIFO_READ:  begin  
                        r_read_en = 0;
                        state <= W_DATA_WRITE;
                    end                
            W_DATA_WRITE:     begin  
                                r_valid <= 1;
                                r2_addr <= r1_addr;
                                r_strobe <= i_Data_Frame[33:32];
                                r_data <= i_Data_Frame[31:0];
                                r_read_en = 0;
                                r_valid <= 1;
                                state <= W_ACK;
                                frame_count <= frame_count + 1;
                            end
            W_ACK:          begin  
                                if(APB_ready)
                                begin
                                    if(frame_count < length)
                                    begin
                                        r2_addr <= r1_addr;
                                        r1_addr <= r1_addr + 1;
                                        state <= W_FIFO_READ;
                                        r_read_en = 1;
                                        r_valid <= 0;
                                    end
                                    else
                                    begin
                                        frame_count <= 0;
                                        r1_addr <= r1_addr + 1;
                                        if(!r2_f_empty)
                                        begin
                                            state <= FIFO_READ;
                                            r_read_en <= 1;
                                            r_valid <= 0;
                                            r_strobe <= 0;
                                            r_data <= 32'bx;
                                            r2_addr <= 32'bx;
                                        end
                                        else
                                            state <= IDLE;
                                    end
                                end
                                else
                                    state <= W_ACK;
                            end
            R_FIFO_WRITE:     begin  
                                r_fifo_w_en <= 1;
                                r_fifo_data_frame[31:0] <= r1_addr;
                                r_fifo_data_frame[39:32] <= length;
                                r_fifo_data_frame[46:40] <= r_slave_sel;
                                r_fifo_data_frame[47] <= 0;
                                state <= R_ADDR;
                            end
            R_ADDR:      begin  
                                r_fifo_w_en <= 0;
                                r_fifo_data_frame <= 48'bx;
                                r_valid <= 1;
                                r2_addr <= r1_addr;
                                r_valid <= 1;
                                state <= R_DATA_READ;
                                frame_count <= frame_count + 1;
                            end
            R_DATA_READ:          begin  
                                if(APB_ready)
                                begin
                                    if(frame_count < length)
                                    begin
                                        r1_addr <= r1_addr + 1;
                                        r_fifo_w_en = 1;
                                        r_fifo_data_frame[31:0] = i_read_data;
                                        r_fifo_data_frame[47:32] <= 16'h0000;
                                        state <= R_ADDR;
                                        r_valid <= 0;
                                    end
                                    else
                                    begin
                                        frame_count <= 0;
                                        r1_addr <= r1_addr + 1;
                                        if(!r2_f_empty)
                                        begin
                                            state <= FIFO_READ;
                                            r_read_en <= 1;
                                            r_valid <= 0;
                                            r_data <= 32'bx;
                                            r2_addr <= 32'bx;
                                        end
                                        else
                                            state <= IDLE;
                                    end
                                end
                                else
                                    state <= R_DATA_READ;
                            end
        endcase
    end
    assign o_read_en = r_read_en;
    assign o_slave_sel = r_slave_sel;
    assign o_data = r_data;
    assign o_addr = r2_addr;
    assign write = r_write;  
    assign valid = r_valid;
    assign fifo_data_frame = r_fifo_data_frame;
    assign fifo_w_en = r_fifo_w_en;
    assign strobe = r_strobe;
endmodule
module top (
    input         clock_w,
    input         f_empty,
    input  [47:0] i_Data_Frame,
    output        o_read_en,
    output        o_Tx_Active,
    output        o_Tx_Serial,
    output        o_Tx_Done
);
wire        w_apb_ready;
wire [31:0] w_addr;
wire [31:0] w_data;
wire [6:0]  w_psel;
wire        w_write;
wire        w_valid;
wire [1:0]  w_strobe;
wire        p_write;
wire [31:0] r_data;
wire [7:0]  w_tx_byte;
wire        w_pready;
wire        w_dv;
wire [1:0]  wstrobe;
wire        w_busy;
wire [31:0] w_dataout;
wire        w_enable;
wire [31:0] w_paddr;
wire [31:0] w_pwdata;
wire        uart_dv;
wire        s_psel;
encodec dut_encodec (
    .clk(clock_w),
    .f_empty(f_empty),
    .i_Data_Frame(i_Data_Frame),
    .o_read_en(o_read_en),
    .i_read_data(r_data),
    .APB_ready(w_apb_ready),
    .o_addr(w_addr),
    .o_data(w_data),
    .o_slave_sel(w_psel),
    .write(w_write),
    .valid(w_valid),
    .strobe(w_strobe),
    .fifo_data_frame(),
    .fifo_w_en()
);
apb_master apb_master1 (
    .pclk(clock_w),
    .valid(w_valid),
    .ext_psel(w_psel),
    .ext_write(w_write),
    .ext_addr(w_addr),
    .pready(w_pready),
    .slv_prdata(),
    .slv_pwdata(w_data),
    .pstrobe(w_strobe),
    .psel(s_psel),
    .penable(w_enable),
    .pwrite(p_write),
    .pwdataa(w_pwdata),
    .prdata(r_data),
    .paddr(w_paddr),
    .strobe(wstrobe),
    .master_ready(w_apb_ready)
);
apb_slave apb_slave1 (
    .pclk(clock_w),
    .psel(s_psel),
    .penable(w_enable),
    .pwrite(p_write),
    .paddr(w_paddr),
    .pwdata(w_pwdata),
    .p_strobe(wstrobe),
    .u_busy(w_busy),
    .pwdata_out(w_dataout),
    .prdata_out(),
    .dv(w_dv),
    .pready(w_pready)
);
ctrl_uart ctrluart (
    .clk(clock_w),
    .s_strobe(wstrobe),
    .data_write(w_dataout),
    .enable(w_dv),
    .done(o_Tx_Done),
    .busy(w_busy),
    .dv(uart_dv),
    .tx_data(w_tx_byte)
);
uart_tx #(
    .CLKS_PER_BIT(87)
) uarttx_1 (
    .i_Clock(clock_w),
    .i_Tx_DV(uart_dv),
    .i_Tx_Byte(w_tx_byte),
    .o_Tx_Active(o_Tx_Active),
    .o_Tx_Serial(o_Tx_Serial),
    .o_Tx_Done(o_Tx_Done)
);
endmodule
module uart_tx
    #(parameter CLKS_PER_BIT=87)
    (
    input                   i_Clock,
    input                   i_Tx_DV,
    input [7:0]             i_Tx_Byte, 
    output                  o_Tx_Active,
    output reg              o_Tx_Serial,
    output                  o_Tx_Done
    );
    parameter s_IDLE = 3'b000;
    parameter s_TX_START_BIT = 3'b001;
    parameter s_TX_DATA_BITS = 3'b010;
    parameter s_TX_STOP_BIT = 3'b011;
    parameter s_CLEANUP = 3'b100;
    reg [2:0] r_SM_Main = 0;
    reg [10:0] r_Clock_Count = 0;
    reg [2:0] r_Bit_Index = 0;
    reg [8:0] r_Tx_Data = 0;
    reg r_Tx_Done = 0;
    reg r_Tx_Active = 0;
        always @(posedge i_Clock)
    begin
    case (r_SM_Main)
    s_IDLE :
            begin
            o_Tx_Serial <= 1'b1; 
            r_Tx_Done <= 1'b0;
            r_Clock_Count <= 0;
            r_Bit_Index <= 0;
            if (i_Tx_DV == 1'b1)
            begin
            r_Tx_Active <= 1'b1;
            r_Tx_Data <= i_Tx_Byte;
            r_SM_Main <= s_TX_START_BIT;
            end
    else
            r_SM_Main <= s_IDLE;
    end 
    s_TX_START_BIT :
            begin
            o_Tx_Serial <= 1'b0;
            if (r_Clock_Count < CLKS_PER_BIT-1)
            begin
            r_Clock_Count <= r_Clock_Count + 1;
            r_SM_Main <= s_TX_START_BIT;
            end
    else
    begin
            r_Clock_Count <= 0;
            r_SM_Main <= s_TX_DATA_BITS;
            end
            end 
      s_TX_DATA_BITS :
            begin
            o_Tx_Serial <= r_Tx_Data[r_Bit_Index];
            if (r_Clock_Count < CLKS_PER_BIT-1)
            begin
            r_Clock_Count <= r_Clock_Count + 1;
            r_SM_Main <= s_TX_DATA_BITS;
            end
    else
            begin
            r_Clock_Count <= 0;
            if (r_Bit_Index < 7)
            begin
            r_Bit_Index <= r_Bit_Index + 1;
            r_SM_Main <= s_TX_DATA_BITS;
            end
    else
            begin
            r_Bit_Index <= 0;
            r_SM_Main <= s_TX_STOP_BIT;
            end
            end
            end 
      s_TX_STOP_BIT :
            begin
            o_Tx_Serial <= 1'b1;
            if (r_Clock_Count < CLKS_PER_BIT-1)
            begin
            r_Clock_Count <= r_Clock_Count + 1;
            r_SM_Main <= s_TX_STOP_BIT;
            end
    else
            begin
            r_Tx_Done <= 1'b1;
            r_Clock_Count <= 0;
            r_SM_Main <= s_CLEANUP;
            r_Tx_Active <= 1'b0;
            end
            end 
    s_CLEANUP :
            begin
            r_Tx_Done <= 1'b1;
            r_SM_Main <= s_IDLE;
            end
    default :
            r_SM_Main <= s_IDLE;
    endcase
    end
        assign o_Tx_Active = r_Tx_Active;
        assign o_Tx_Done = r_Tx_Done;
    endmodule
==> ./run.sh <==
#!/bin/bash
# OpenROAD 26Q1-2900-gdf79404cd8, Yosys 0.63+post, stock flow scripts
make -C /OpenROAD-flow-scripts/flow DESIGN_CONFIG=/design/flow/config.mk WORK_HOME=/design/flow/orfs finish
==> ./config.mk <==
export PLATFORM = sky130hd
export DESIGN_NAME = top
export DESIGN_NICKNAME = top
export VERILOG_FILES = /design/flow/design.v
export SDC_FILE = /design/flow/constraint.sdc
export NUM_CORES = 4
export LEC_CHECK = 1
export CORE_UTILIZATION = 30
==> ./constraint.sdc <==
current_design top

set clk_period 6.3
set clk_io_pct 0.2

create_clock -name clk0 -period $clk_period [get_ports {clock_w}]

set non_clock_inputs [all_inputs -no_clocks]
set_input_delay [expr $clk_period * $clk_io_pct] -clock clk0 $non_clock_inputs
set_output_delay [expr $clk_period * $clk_io_pct] -clock clk0 [all_outputs]
==> results.yml <==
# yosys + openroad results
drt:
  dr.first_iter.drc_count: 307
  viasPerCell: 4.506
  via_count: 4087
  dr.pass1.iters: 4
  wl_per_cell_um: 12.39
  drc_errors: 0
  diodes: 0
  routed_wl_um: 11240
  drtAntennaViolNets: 0
sta:
  worst_pin_slew_ns: 0.7655
  setup_viol: 0
  finalHoldViolCount: 0
  clock_skew_ns: 0.01160
  whs_ns: 0.3273
  setup-tns-final_ns: 0
  slew_violations: 0
  slew-limit-headroom_pct: 48.96
  rsz0062_at_grt: "false"
  period_needed_ns: 2.789
  clock.fmax_mhz: 358.6
  fin_crit_sh_pct: 44.27
cts:
  clk_latency_ns: 0.43
  holdBufCountCts: 0
  postCtsSetupRepairBufs: 0
  cts_root_buf: "clkbuf_16"
  clk_pin_slew_ns: 0.07
  cts.sinks: 187
  cts_max_path_buffers: 2
  numCtsBuffers: 17
  htreeDepth: 4
  tritoncts: "built"
  cts.repair.resized: 0
power:
  pwr-share-clk_pct: 23.8
  swShare_pct: 31.81
  p_sw_mw: 1.352
  leakage_nw: 3.124
  pwr-share-seq_pct: 52.4
  peakVddDrop_mv: 0.2053
  pwr_density_cell_mw_per_mm2: 472.6
  p_int_mw: 2.897
  p_comb_share_pct: 23.9
die:
  ioPinCount: 54
  dieArea_mm2: 0.02586
  die_x_um: 160.8
  rows: 57
  fp_util_pct: 30.84
  die_h_um: 160.8
  coreArea_mm2: 0.02453
setup_path:
  worstPathArrival_ns: 2.87
  worst-setup-path-type: "flip-flop to flip-flop"
  r2r_slack_ns: 3.51
  required_ns: 6.38
  cp_max_fo: 9
  start_kind: "flip-flop"
  cp-end-kind: "flip-flop"
final_layout:
  final_cells: 907
  layout-drive-gt1-share_pct: 8.576
  areaGrowthSynthToFinish_pct: 18.80
  design_area_mm2: 0.008990
synthesis:
  yosys_warnings: 5
  edf_count: 180
  ys.flops: 187
  netlist_instances: 519
  synth.largest_area_cell: "edfxtp_1"
  ys_cells: 519
  synth-main-ff-cell: "edfxtp_1"
  ys_types: 50
  async_reset_ff_share_pct: 0
  top_area_share_pct: 71.43
  ys_area_mm2: 0.007567
  syn_area_mm2: 0.007567
  ys_seq_share_pct: 73.28
  most_common_cell: "edfxtp_1"
  top_cells_by_area: "edfxtp_1 (71%), ha_1 (2.6%), nor2_1 (2.4%), dfxtp_1 (1.9%), a22oi_1 (1.6%)"
  synth.avg_cell_area_um2: 14.58
  top_cells_by_count: "edfxtp_1 (180), nor2_1 (48), inv_1 (26), nand2_1 (26)"
global_routing:
  grt_pass1_wl_um: 18660
  grt_util_all_layers_pct: 9.273
  grt_antenna_before_repair: 0
  grt_pass1_vias: 3964
  grt_max_degree: 35
  grt_overflow: 0
outcome:
  status: "completed"
placed_design:
  dp.cells: 875
  io_buffers: 47
  gp_congestion: 0.8232
  dp_hpwl_um: 7723
  place_area_mm2: 0.008412
flow_run:
  maxCapViolCount: 0
  warnings: 35
min_path:
  hp-class: "flip-flop to flip-flop"
state kept, by name (all words and copies together) (netlist names), 4 cells and up:
register and cells:
apb_master1.r_pwdataa 32, apb_slave1.data_latch 32, dut_encodec.r_data 32, uarttx_1.r_Clock_Count 11
apb_slave1.pready_counter 8, ctrluart.tx_data 8, dut_encodec.frame_count 8, dut_encodec.length 8
uarttx_1.r_Tx_Data 8, ctrluart.state 4, dut_encodec.state 4
routing by layer:
metal | global-route usage, % | routed length [µm]
met2 | 14.05 | 5289
met1 | 13.72 | 5104
met4 | 1.458 | 159
met3 | 3.505 | 688
met5 | 0 | 0
layout by cell type (no fill, tap or decap), drive strengths merged, types with 3 or more instances in the layout:
master,count
edfxtp,180
nor2,48
clkdlybuf4s50,47
inv,33
nand2,26
a21oi,19
and3,19
clkbuf,18
nand3,17
a22oi,16
ha,16
o21ai,13
xnor2,11
xor2,10
and2,9
o22ai,8
nand2b,8
nor2b,7
dfxtp,7
a31oi,6
clkinv,5
or2,4
buf,4
conb,4
nor3,4
a21o,3
nor4,3
a211oi,3
o21a,3
or3,3
o31ai,3
per-stage QoR:
stage / total power [mW] / utilization (%) / setup WS [ns]
final: 4.249 / 36.64 / 3.511
after global routing: 4.512 / 36.64 / 3.256
after CTS: 4.289 / 36.64 / 3.427
after detailed placement: 3.263 / 34.29 / 3.464
after global placement: 3.220 / 34.29 / 3.561
after floorplan: 2.959 / - / 2.193
worst max-delay path, stage by stage (launching register included):
cell      delay, ns
edfxtp_1       0.46
inv_1          0.10
ha_1           0.15
nor4b_1        0.34
and2_1         0.22
nand3_1        0.15
nor2_1         0.57
and2_1         0.47
power groups by stage:
stage	clock [mW]	combinational [mW]	sequential (mW)
after CTS	1.04	1.02	2.23
final	1.01	1.02	2.22
after global routing	1.09	1.14	2.28
cells by family (layout without fill, tap and decap cells):
group | Yosys count | after routing | share of synthesized area, %
mux | 4 | 4 | 0.8598
fa+ha+maj | 16 | 16 | 2.645
flops | 187 | 187 | 73.28
buf+inv | 48 | 109 | 2.397
other cells | 1 | 4 | 0.04956
compound gates | 87 | 87 | 8.069
xor+xnor | 21 | 21 | 2.430
simple gates | 155 | 155 | 10.27
final timing paths:
kind	start	to	depth (start not counted)
worst min register to register	dut_encodec.r1_f_empty$_DFF_P_	dut_encodec.r2_f_empty$_DFF_P_	0
worst max-delay path	apb_slave1.pready_counter[0]$_SDFFCE_PP1P_	apb_slave1.data_latch[28]$_DFFE_PP_	7
worst max register to register	apb_slave1.pready_counter[0]$_SDFFCE_PP1P_	apb_slave1.data_latch[28]$_DFFE_PP_	7
worst min-delay path	dut_encodec.r1_f_empty$_DFF_P_	dut_encodec.r2_f_empty$_DFF_P_	0
area by class of cell:
type	count	area (µm²)
inverter	26	97.59
clock inverter	14	148.9
sequential	187	5545
fill	2278	15540
clock buffer	18	429.2
multi-input combinational	287	1863
tap	324	405.4
timing repair buffer	51	500.5
Power figures rest on the tool's default switching activity, not on a simulated workload.
